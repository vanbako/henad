**flow/run.sh**
```bash
#!/bin/bash
# OpenROAD 26Q1-2900-gdf79404cd8, Yosys 0.63+post, stock flow scripts
make -C /OpenROAD-flow-scripts/flow DESIGN_CONFIG=/design/flow/config.mk WORK_HOME=/design/flow/orfs finish
```
**flow/config.mk**
```make
export PLATFORM = sky130hd
export DESIGN_NAME = iris_axi_zero_mem
export DESIGN_NICKNAME = iris_axi_zero_mem
export VERILOG_FILES = /design/flow/design.v
export SDC_FILE = /design/flow/constraint.sdc
export NUM_CORES = 4
export LEC_CHECK = 1
export CORE_AREA = 10 10 231 231
export DIE_AREA = 0 0 241 241
```
**flow/constraint.sdc**
```tcl
current_design iris_axi_zero_mem

set clk_period 4.3
set clk_io_pct 0.2

create_clock -name clk0 -period $clk_period [get_ports {clk}]

set non_clock_inputs [all_inputs -no_clocks]
set_input_delay [expr $clk_period * $clk_io_pct] -clock clk0 $non_clock_inputs
set_output_delay [expr $clk_period * $clk_io_pct] -clock clk0 [all_outputs]
```
**flow/design.v**
```verilog
parameter DRAM_TYPE = "DDR3";
parameter nCK_PER_CLK = 4;
parameter tCK = 2500;
parameter REG_CTRL = "OFF";
parameter DQ_WIDTH = 16;
parameter DRAM_WIDTH = 8;
parameter ECC = "OFF";
parameter RANK_WIDTH = 1;
parameter BANK_WIDTH = 3;
parameter ROW_WIDTH = 14;
parameter COL_WIDTH = 10;
parameter tRP = 12500;
parameter tRRD = 7500;
parameter tRTP = 7500;
parameter tRCD = 12500;
parameter tRC = 55000;
parameter tRAS = 37500;
parameter tFAW = 40000;
parameter tWTR = 7500;
parameter tCKE = 75000;
parameter tREFI = 7800000;
parameter tRFC = 160000;
parameter tDLLK = 512;
parameter BURST_MODE = "8";
parameter BURST_TYPE = "SEQ";
parameter CL = 5;
parameter CWL = 5;
parameter AL = "0";
parameter SLOT_0_CONFIG = 8'b00000001;
parameter SLOT_1_CONFIG = 8'b00000000;
parameter RTT_NOM = "40";
parameter RTT_WR = "OFF";
parameter USER_REFRESH = "OFF";
parameter ADDR_CMD_MODE = "1T";
parameter OUTPUT_DRV = "LOW";
module iris_axi_zero_mem #(
    parameter integer ADDR_WIDTH = 48,
    parameter integer DATA_WIDTH = 192,
    parameter integer ID_WIDTH   = 4
)(
    input  wire                       clk,
    input  wire                       rst_n,
    input  wire                       axi_awvalid,
    output reg                        axi_awready,
    input  wire [ADDR_WIDTH-1:0]      axi_awaddr,
    input  wire [ID_WIDTH-1:0]        axi_awid,
    input  wire [7:0]                 axi_awlen,
    input  wire [2:0]                 axi_awsize,
    input  wire [1:0]                 axi_awburst,
    input  wire                       axi_awlock,
    input  wire [3:0]                 axi_awcache,
    input  wire [2:0]                 axi_awprot,
    input  wire [3:0]                 axi_awqos,
    input  wire                       axi_wvalid,
    output reg                        axi_wready,
    input  wire [DATA_WIDTH-1:0]      axi_wdata,
    input  wire [(DATA_WIDTH/8)-1:0]  axi_wstrb,
    input  wire                       axi_wlast,
    output reg                        axi_bvalid,
    input  wire                       axi_bready,
    output reg [1:0]                  axi_bresp,
    output reg [ID_WIDTH-1:0]         axi_bid,
    input  wire                       axi_arvalid,
    output reg                        axi_arready,
    input  wire [ADDR_WIDTH-1:0]      axi_araddr,
    input  wire [ID_WIDTH-1:0]        axi_arid,
    input  wire [7:0]                 axi_arlen,
    input  wire [2:0]                 axi_arsize,
    input  wire [1:0]                 axi_arburst,
    input  wire                       axi_arlock,
    input  wire [3:0]                 axi_arcache,
    input  wire [2:0]                 axi_arprot,
    input  wire [3:0]                 axi_arqos,
    output reg                        axi_rvalid,
    input  wire                       axi_rready,
    output reg [DATA_WIDTH-1:0]       axi_rdata,
    output reg [1:0]                  axi_rresp,
    output reg                        axi_rlast,
    output reg [ID_WIDTH-1:0]         axi_rid
);
    localparam [1:0] RESP_OKAY = 2'b00;
    reg [ID_WIDTH-1:0] wr_id_q;
    always @(posedge clk or negedge rst_n) begin
        if (!rst_n) begin
            axi_awready <= 1'b1;
            axi_wready  <= 1'b1;
            axi_bvalid  <= 1'b0;
            axi_bresp   <= RESP_OKAY;
            axi_bid     <= {ID_WIDTH{1'b0}};
            wr_id_q     <= {ID_WIDTH{1'b0}};
        end else begin
            axi_awready <= !axi_bvalid;  
            axi_wready  <= !axi_bvalid;
            if (axi_awvalid && axi_awready)
                wr_id_q <= axi_awid;
            if (axi_wvalid && axi_wready && axi_wlast && !axi_bvalid) begin
                axi_bvalid <= 1'b1;
                axi_bresp  <= RESP_OKAY;
                axi_bid    <= wr_id_q;
            end
            if (axi_bvalid && axi_bready)
                axi_bvalid <= 1'b0;
        end
    end
    reg                        rd_active;
    reg [7:0]                  rd_count;
    reg [ID_WIDTH-1:0]         rd_id_q;
    always @(posedge clk or negedge rst_n) begin
        if (!rst_n) begin
            axi_arready <= 1'b1;
            axi_rvalid  <= 1'b0;
            axi_rdata   <= {DATA_WIDTH{1'b0}};
            axi_rresp   <= RESP_OKAY;
            axi_rlast   <= 1'b0;
            axi_rid     <= {ID_WIDTH{1'b0}};
            rd_active   <= 1'b0;
            rd_count    <= 8'd0;
            rd_id_q     <= {ID_WIDTH{1'b0}};
        end else begin
            if (!rd_active)
                axi_arready <= 1'b1;
            if (axi_arvalid && axi_arready) begin
                rd_active <= 1'b1;
                rd_id_q   <= axi_arid;
                rd_count  <= axi_arlen;
                axi_arready <= 1'b0;
            end
            if (rd_active) begin
                if (!axi_rvalid || (axi_rvalid && axi_rready)) begin
                    axi_rvalid <= 1'b1;
                    axi_rid    <= rd_id_q;
                    axi_rdata  <= {DATA_WIDTH{1'b0}};
                    axi_rresp  <= RESP_OKAY;
                    axi_rlast  <= (rd_count == 8'd0);
                    if (rd_count == 8'd0) begin
                        rd_active <= 1'b0;
                        axi_arready <= !axi_bvalid;  
                    end else begin
                        rd_count <= rd_count - 8'd1;
                    end
                end
            end
            if (axi_rvalid && axi_rready && axi_rlast)
                axi_rvalid <= 1'b0;
        end
    end
endmodule
```
==> run summary <==
outcome = complete, no violations
Final Core Density = 0.0712
Die Wd = 241 µm
Seq share, synth = 0.260
AO/OA Area Share = 0.0519
yosys stat area = 0.00289 mm²
number of gates resized after CTS = 0
Hold Path Class = reg2reg
Port Buffers = 37
row cnt = 80
CP Buf/Inv Count = 1
tool warnings = 380
XOR/XNOR Area Share = 0
GR Overflow Total = 0
count of flip-flops with a built-in enable after synthesis = 0
Clock Pin Slew Worst Setup and Hold Paths = 0.06 ns
post-detailed-route count of antenna-violating nets = 0
die area = 0.0581 mm²
# DRC = 0
via count = 1665
largest net degree at the start of global routing = 31
Async S/R FF share, synth = 1.00
simple-gate area share of the yosys netlist = 0.104
Worst-Margin Slew = 0.722 ns
placed instance area = 0.00327 mm²
endpoints failing setup = 0
Yosys warnings = 1
critical path peak fanout = 13
Clock Tree Root = clkbuf_16
mean area per synthesized cell = 8.87 µm²
min Tclk post-route = 2.34 ns
hold depth = 2
Yosys reg bits = 30
worst skew pair latency = 0.29 ns
pwr dens = 382 mW/mm²
Synth Cell Area = 0.00289 mm²
Setup TNS = 0 ns
Final Instance Count excl. Fillers = 982
ys cells = 326
CP Depth = 5
TritonRoute pass-1 iters = 4
crit path max-delay cell type = and2_1
crit path DAT = 2.50 ns
initial antenna violation count = 0
critical path endpoint category = flop
unrepaired setup endpoints after global routing = false
final WL = 7480 µm
Crit path max-delay family = simple AND/OR/NAND/NOR gates
Bufs on Longest Clock Path = 2
vias in the first global route = 2140
main flop type = dfrtp_1
total CTS buffers = 5
Critical Path, Cell by Cell = clkdlybuf4s50_1, and2_1, mux2_2, nand2_1, o21ai_0
core footprint = 0.0480 mm²
Finished Cell Area = 0.00342 mm²
Pleak = 1.47 nW
routed vias/inst = 1.70
drt first-iter violations = 36
Worst slew margin = 0.519
placed cell count = 974
Max Clk Rate = 0.427 GHz
Initial Util = 0.0602
all-layer global routing usage = 0.0242
layout cells sized above 1 = 0.0736
crit share post-route = 0.545
TritonCTS Sinks = 30
Hold Vio Cnt, Final = 0
fin. max-slew vios = 0
CP Data Required Time = 4.46 ns
count of cell types in the netlist = 37
global-route wire length before repair = 10800 µm
H-tree levels = 2
CTS tree = yes
R2R depth = 6
main logic family after synthesis = buffers and inverters
detailed placement HPWL = 6330 µm
die height = 241 µm
I/O Pins = 588
WS Path Type = in2reg
max_cap viols = 0
Mapped Cells = 326
clock skew = 0.00686 ns
slowest stage delay, CP = 0.60 ns
startpoint types = input pin
routability cong. = 0.732
drt wl/cell = 7.61 µm
area grow syn2layout = 18.3%
hold_buf cts = 0
Antenna Cells = 0
Adder Share, Synth = 0.00865
post-CTS setup buffer count = 0
peak supply drop = 0.000137 V
area fraction in mux cells = 0.0493
## worst paths after layout
check,from,to,slack (ns)
setup / recovery,axi_arvalid,rd_count[1]$_DFF_PN0_,1.96
hold / removal,rd_id_q[1]$_DFFE_PN0P_,axi_rid[1]$_DFFE_PN0P_,0.47
setup reg to reg,rd_count[0]$_DFF_PN0_,rd_count[2]$_DFF_PN0_,1.99
hold reg to reg,rd_id_q[1]$_DFFE_PN0P_,axi_rid[1]$_DFFE_PN0P_,0.47
max in group asynchronous,rst_n,axi_awready$_DFF_PN1_,2.95
min in group asynchronous,rst_n,axi_rid[2]$_DFFE_PN0P_,0.98
## per-layer routing
layer | part of all wire | global-route usage
met1 | 0.46 | 0.0303
met2 | 0.40 | 0.0355
met5 | 0 | 0
met3 | 0.12 | 0.0153
met4 | 0.011 | 0.00286
## cell type report
| type | instances | area, µm² |
|---|---|---|
| inverters | 4 | 15.0 |
| flip-flops and latches | 30 | 753 |
| multi-input cells | 287 | 1360 |
| fillers | 5624 | 44600 |
| repair buffers | 38 | 378 |
| clock buffers | 6 | 139 |
| well taps | 615 | 769 |
| clock inverters | 2 | 12.5 |
## where the power goes
group,switching [mW],leakage [nW],internal (mW),total [mW]
clock network,0.155,0.0729,0.230,0.385
registers,0.0970,0.350,0.401,0.498
logic,0.193,1.05,0.232,0.425
## logic make-up after synthesis
| group | count (synthesis) |
|---|---|
| AND/OR/NAND/NOR | 60 |
| adder cells (fa/ha/maj) | 2 |
| flip-flops | 30 |
| AND-OR/OR-AND | 16 |
| buffers and inverters | 204 |
| multiplexers | 13 |
| other | 1 |
## tightest hold or removal path, delay by kind of cell, from the launching register on
kind,cells,cell delay (ns)
and+or+nand+nor,2,0.10
DFF,1,0.34
## flip-flops by register name, indices dropped and copies added (netlist names)
register / count
axi_rid: 4
rd_count: 8
rd_id_q: 4
axi_rlast: 1
axi_awready: 1
axi_bvalid: 1
axi_arready: 1
rd_active: 1
axi_bid: 4
wr_id_q: 4
axi_rvalid: 1
## through the flow
stage | hold WS (ns) | power (mW) | setup slack (ns)
2_1_floorplan | 0.381 | 0.841 | 2.29
3_3_place_gp | 0.458 | 0.936 | 1.63
3_5_place_dp | 0.463 | 0.938 | 1.63
4_1_cts | 0.479 | 1.35 | 1.94
5_1_grt | 0.502 | 1.43 | 1.89
6_report | 0.473 | 1.31 | 1.96
## cell usage in the layout (no fill, tap or decap), types with 2 or more instances in the layout
master and instances:
and2_1 2, and4_1 2, clkbuf_16 5, clkdlybuf4s50_1 37, conb_1 196, dfrtp_1 28
dfstp_2 2, ha_1 2, inv_1 4, mux2_2 9, mux2i_1 3, nand2_1 34
nand2b_1 2, nand3_1 3, nand4_1 4, nor2_1 3, nor3_1 2, nor3b_1 2
o21a_1 2, o21ai_0 3, o221a_1 3
## Yosys cell counts (2+ instances only)
cell | n | area (µm²)
nor3_1 | 2 | 10.0
o21ai_0 | 3 | 15.0
o221a_1 | 3 | 33.8
inv_1 | 4 | 15.0
and4_1 | 2 | 17.5
mux2i_1 | 3 | 30.0
and2_1 | 2 | 12.5
nand4_1 | 4 | 25.0
nor3b_1 | 2 | 15.0
mux2_2 | 9 | 101
o21a_1 | 2 | 15.0
dfstp_2 | 2 | 52.6
nand2_1 | 34 | 128
dfrtp_1 | 28 | 701
nand2b_1 | 2 | 12.5
buf_4 | 198 | 1490
nand3_1 | 3 | 15.0
nor2_1 | 3 | 11.3
ha_1 | 2 | 25.0
No activity file was given, so power comes from the tool's default toggle rates.
