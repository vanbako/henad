## design/flow/run.sh

```bash
#!/bin/bash
# OpenROAD 26Q1-2900-gdf79404cd8, Yosys 0.63+post, stock flow scripts
make -C /OpenROAD-flow-scripts/flow DESIGN_CONFIG=/design/flow/config.mk WORK_HOME=/design/flow/orfs finish
```

## design/flow/config.mk

```make
export PLATFORM = sky130hd
export DESIGN_NAME = PLL_INIT
export DESIGN_NICKNAME = PLL_INIT
export VERILOG_FILES = /design/flow/design.v
export SDC_FILE = /design/flow/constraint.sdc
export NUM_CORES = 4
export LEC_CHECK = 1
export CORE_UTILIZATION = 40
```

## design/flow/constraint.sdc

```tcl
current_design PLL_INIT

set clk_period 1.6
set clk_io_pct 0.2

create_clock -name clk0 -period $clk_period [get_ports {CLKIN}]

set non_clock_inputs [all_inputs -no_clocks]
set_input_delay [expr $clk_period * $clk_io_pct] -clock clk0 $non_clock_inputs
set_output_delay [expr $clk_period * $clk_io_pct] -clock clk0 [all_outputs]
```

## design/flow/design.v

```verilog
parameter DRAM_TYPE = "DDR3";
parameter nCK_PER_CLK = 4;
parameter tCK = 2500;
parameter REG_CTRL = "OFF";
parameter DQ_WIDTH = 16;
parameter DRAM_WIDTH = 8;
parameter ECC = "OFF";
parameter RANK_WIDTH = 1;
parameter BANK_WIDTH = 3;
parameter ROW_WIDTH = 14;
parameter COL_WIDTH = 10;
parameter tRP = 12500;
parameter tRRD = 7500;
parameter tRTP = 7500;
parameter tRCD = 12500;
parameter tRC = 55000;
parameter tRAS = 37500;
parameter tFAW = 40000;
parameter tWTR = 7500;
parameter tCKE = 75000;
parameter tREFI = 7800000;
parameter tRFC = 160000;
parameter tDLLK = 512;
parameter BURST_MODE = "8";
parameter BURST_TYPE = "SEQ";
parameter CL = 5;
parameter CWL = 5;
parameter AL = "0";
parameter SLOT_0_CONFIG = 8'b00000001;
parameter SLOT_1_CONFIG = 8'b00000000;
parameter RTT_NOM = "40";
parameter RTT_WR = "OFF";
parameter USER_REFRESH = "OFF";
parameter ADDR_CMD_MODE = "1T";
parameter OUTPUT_DRV = "LOW";
`timescale 1ns/1ns
module PLL_INIT
#(
parameter CLK_PERIOD = 50,
parameter MULTI_FAC  = 30
)
(
input CLKIN,
input I_RST,
input PLLLOCK,
output O_RST,
output [5:0] ICPSEL,
output [2:0] LPFRES,
output O_LOCK
);
localparam WAIT_TIME = 'd2000_000;      
localparam WAIT_CNT = (WAIT_TIME + CLK_PERIOD - 1) / CLK_PERIOD; 
localparam WAIT_WIDTH = $clog2(WAIT_CNT + 1);
reg [WAIT_WIDTH-1:0] waitcnt = 'd0;
reg [3:0] RomAddr = 'd0;
reg [15:0] Rom [15:0];
reg [15:0] RomDreg ='d0;
wire [5:0] Regicp = RomDreg[5:0];
wire [2:0] Regres = RomDreg[10:8];
reg Waitlock = 'd0;
reg [7:0] locksig = 8'b0000_0000;
reg laststep = 1'b0;
wire validsig = RomDreg[12];
reg [1:0]enable_r = 2'b00;
wire Enable = enable_r[1];
always @(posedge CLKIN or posedge I_RST)
begin
    if (I_RST)
        enable_r <= 2'b00;
    else
        begin
            enable_r <= {enable_r[0], 1'b1};
        end
end 
always @(posedge CLKIN or negedge Enable)
begin
    if (Enable == 1'b0)
        begin
            RomDreg <= 16'h0000;
            Rom[00] <= 16'h1400;     
            Rom[01] <= (MULTI_FAC > 34) ? 16'h1401
                    :  (MULTI_FAC > 16) ? 16'h1400
                    :                     16'h1400;     
            Rom[02] <= (MULTI_FAC > 34) ? 16'h1501
                    :  (MULTI_FAC > 16) ? 16'h1500
                    :                     16'h1500;     
            Rom[03] <= (MULTI_FAC > 34) ? 16'h1503
                    :  (MULTI_FAC > 16) ? 16'h1501
                    :                     16'h1500;     
            Rom[04] <= (MULTI_FAC > 34) ? 16'h1507
                    :  (MULTI_FAC > 16) ? 16'h1503
                    :                     16'h1501;     
            Rom[05] <= (MULTI_FAC > 34) ? 16'h0605
                    :  (MULTI_FAC > 16) ? 16'h0602
                    :                     16'h0601;     
            Rom[06] <= 16'h0000;     
            Rom[07] <= (MULTI_FAC > 34) ? 16'h1402
                    :  (MULTI_FAC > 16) ? 16'h1401
                    :                     16'h1400;     
            Rom[08] <= (MULTI_FAC > 34) ? 16'h1502
                    :  (MULTI_FAC > 16) ? 16'h1501
                    :                     16'h1500;     
            Rom[09] <= (MULTI_FAC > 34) ? 16'h1504
                    :  (MULTI_FAC > 16) ? 16'h1502
                    :                     16'h1501;     
            Rom[10] <= (MULTI_FAC > 34) ? 16'h1603
                    :  (MULTI_FAC > 16) ? 16'h1601
                    :                     16'h1600;     
            Rom[11] <= 16'h1400;     
            Rom[12] <= 16'h0000;
            Rom[13] <= 16'h0000;
            Rom[14] <= 16'h0000;
            Rom[15] <= 16'h0000;
        end
    else
        RomDreg <= Rom[RomAddr[3:0]];
end
reg [3:0]RomAddrVld = 'd0;
always @ (*) begin
    casex (locksig[5:0])
        6'b111_111  :   RomAddrVld = 4'd8;
        6'b011_111  :   RomAddrVld = 4'd8;
        6'b111_110  :   RomAddrVld = 4'd8;
        6'b111_10x  :   RomAddrVld = 4'd9;
        6'bx01_111  :   RomAddrVld = 4'd7;
        6'b011_110  :   RomAddrVld = 4'd8;
        6'bxx0_111  :   RomAddrVld = 4'd1;
        6'bx01_110  :   RomAddrVld = 4'd2;
        6'b011_10x  :   RomAddrVld = 4'd3;
        6'b111_0xx  :   RomAddrVld = 4'd4;
        6'bxxx_011  :   RomAddrVld = 4'd1;
        6'bxx0_110  :   RomAddrVld = 4'd7;
        6'bx01_100  :   RomAddrVld = 4'd8;
        6'b011_000  :   RomAddrVld = 4'd9;
        6'b110_000  :   RomAddrVld = 4'd10;
        6'bxxx_x01  :   RomAddrVld = 4'd0;
        6'bxxx_010  :   RomAddrVld = 4'd1;
        6'bxx0_100  :   RomAddrVld = 4'd2;
        6'bx01_000  :   RomAddrVld = 4'd3;
        6'b010_000  :   RomAddrVld = 4'd4;
        6'b100_000  :   RomAddrVld = 4'd5;
        6'b000_000  :   RomAddrVld = 4'd8;
        default     :   RomAddrVld = 4'd8;
    endcase                          
end
reg [3:0]state='d0;
localparam IDLE  = 4'd0;
localparam STATE1 = 4'd1;
localparam STATE2 = 4'd2;
localparam STATE3 = 4'd3;
localparam STATE4 = 4'd4;
localparam STATE5 = 4'd5;
localparam STATE6 = 4'd6;
localparam STATE7 = 4'd7;
always @(posedge CLKIN or negedge Enable)
begin
    if (Enable == 1'b0)
        begin
        state <= IDLE;
        RomAddr<=4'b0000;
        laststep <= 1'b0;
        end
    else
        begin
            case (state)
                IDLE: 
                    begin
                    state<=STATE1;
                    end
                STATE1:
                    begin
                    state<=STATE2;
                    end
                STATE2:
                    begin
                    if (laststep==1'b1)
                        state<=STATE7;
                    else
                        state<=STATE3;
                    end
                STATE3:
                    begin
                    if (Waitlock==1'b1)
                        state<=STATE4;
                    else
                        state<= STATE3;
                    end
                STATE4:
                    begin
                    state<=STATE5;               
                    end
                STATE5:
                    begin
                    if (validsig==1'b1)
                        begin
                            RomAddr <= RomAddr + 1;
                            state <= STATE1;
                        end
                    else if (validsig==1'b0 && laststep==1'b0)
                            state <= STATE6;
                    end
                STATE6:
                    begin
                    RomAddr <= RomAddrVld;
                    laststep <= 1'b1;
                    state <= STATE1;
                    end
                STATE7:
                    begin
                    state<=STATE7;
                    end
                default: state<=IDLE;
            endcase
        end
end
always @(posedge CLKIN)
begin
    Waitlock <= (&waitcnt == 1'b1) ? 1'b1 : 1'b0; 
    waitcnt <= (state==STATE3) ? (waitcnt+1) : 'd0;
    if (~Enable)    locksig <= 8'b0000_0000;
    else    if (state==STATE4)   locksig[RomAddr[3:0]] <= PLLLOCK;
end
assign ICPSEL = Regicp;
assign LPFRES = Regres;
assign O_RST = (~Enable) || (state==STATE2) ? 1'b1 : 1'b0;
assign O_LOCK = (state==STATE7) ? PLLLOCK : 1'b0;
endmodule
```

==> run summary <==
yosys + openroad results -> number of maximum-capacitance violations=0, register area share after synthesis=39.1%, number of global-route vias before repair=1,660, cell taking the most area after synthesis=sky130_fd_sc_hd__dfxtp_1, number of iterations in the first detailed-routing pass=4, endpoint class of the critical path=output pin, VDD IR max=0.607 mV, Post-synth regs=39, Reg-to-Reg Start=RomAddr[0], average footprint of a synthesized cell=8.63 sq um, worst-skew pair later-pin latency=0.29 ns, library cells used by synthesis=49, synthesized instance count=255, critical path data arrival time=1.27 ns, count of library flops with an enable pin=0, Synth async-reset ratio=41.0%, clock period minus worst slack=1.59 ns, TritonCTS buffer count=5, fraction of the cycle the final worst path needs=99.5%, detailed placement HPWL=3060 um, worst min path class=in -> async, power density of the placed cells=627 nW/um^2, post-cts hold-fix buffer tally=0, Final Hold Violating Endpoints=0, unrepaired setup endpoints after global routing=true, x dimension of the die=76.2 um, average wire length per cell after detail routing=12.1 um, Startpoint Class=flop, Placement Rows=26, TritonCTS sink count=39, fin. max-slew vios=0, R2R Setup Slk=0.05 ns, Register-to-Register Path Depth=6, initial standard-cell utilization of the core=42.3%, antenna cells=0, run status=complete, no violations, clock-pin slew on the worst setup and hold paths=0.08 ns, biggest area cells=sky130_fd_sc_hd__dfxtp_1 21%, sky130_fd_sc_hd__dfrtp_1 18%, sky130_fd_sc_hd__nor2_1 5.1%, sky130_fd_sc_hd__ha_1 4.0%, sky130_fd_sc_hd__o21ai_0 3.6%, final core occ=52.2%, vias after detailed routing=1,815, core outline area=5200 sq um, number of design-rule violations left by the first detailed-router iteration=152, P_leak=1.13 nW, r2r endpoint=locksig[3], root buffer cell=sky130_fd_sc_hd__clkbuf_8, Log Warnings=32, fraction of post-synthesis cell area in the top cell type by area=20.9%, Required @ worst endpoint=1.28 ns, total gr overflow=0, Max Fclk=628 MHz, I/O pin count=14, total chip power=0.00171 W, post-route worst setup slack=0.00734 ns, post-synthesis chip area from yosys=2200 sq um, area overhead of the layout relative to synthesis=23.6%, die area=5800 sq um, antenna violations before repair=0, Final Setup Violations=0, level count of the clock H-tree=2, total track usage=16.1%, Fin Clk Skew=0.00616 ns, routability cong.=0.837, post-synthesis instance area=2200 sq um, Bufs on Longest Clock Path=2, drt drc=0, vias per std cell=5.07, Dominant Register Cell=sky130_fd_sc_hd__dfxtp_1, path type of the worst setup path=reg -> out, worst slack after detailed placement=-0.208 ns, maximum number of pins on one net before global-route repair=22, clock tree from TritonCTS=done, total detailed-routing wirelength=4330 um, # Cells Yosys=255, proportion of layout cells with a drive suffix above 1=24.0%, die outline height=76.2 um, wire length of the first global-routing pass=7540 um, Syn. warnings=2, Buffers on Ports=9, number of antenna-violating nets in the routed design=0, worst-path fanout max=3
cells in the mapped netlist, types with 7 or more instances:
library cell               count
sky130_fd_sc_hd__dfrtp_1      16
sky130_fd_sc_hd__a21oi_1      13
sky130_fd_sc_hd__o21ai_0      16
sky130_fd_sc_hd__nand2_1      20
sky130_fd_sc_hd__nor2_1       30
sky130_fd_sc_hd__xnor2_1       8
sky130_fd_sc_hd__inv_1        11
sky130_fd_sc_hd__xor2_1        8
sky130_fd_sc_hd__ha_1          7
sky130_fd_sc_hd__dfxtp_1      23
sky130_fd_sc_hd__clkbuf_1      8
sky130_fd_sc_hd__nand3_1       8
report_power, final:
| group | total [W] | switching, W | internal [W] |
|---|---|---|---|
| registers | 0.000979 | 0.00000105 | 0.000978 |
| logic | 0.0000239 | 0.0000154 | 0.00000849 |
| clock network | 0.000703 | 0.000350 | 0.000353 |
kinds of logic (layout without fill, tap and decap cells):
logic type               Yosys count  after routing  share of synthesized area (%)
AND/OR/NAND/NOR                   98             98                           23.4
AND-OR/OR-AND                     55             55                           16.0
flip-flops                        39             39                           39.1
buffers and inverters             31             61                           7.39
XOR/XNOR                          16             16                           6.37
adder cells (fa/ha/maj)            7              7                           3.98
multiplexers                       7              7                           3.30
other                              2              5                          0.341
through the flow:
stage | instance area, sq um | setup TNS [ns] | hold WS, ns | std cells
6_report | 2720 | 0 | 0.172 | 358
5_1_grt | 2720 | -0.108 | 0.178 | 358
4_1_cts | 2660 | -0.172 | 0.162 | 357
3_5_place_dp | 2500 | -0.257 | 0.226 | 345
3_3_place_gp | 2500 | -0.194 | 0.226 | 345
2_1_floorplan | 2230 | 0 | 0.0612 | 258
worst max path at each step:
stage                    start         end  slack (ns)
after CTS             state[2]  locksig[2]       -0.05
after global routing  state[2]       O_RST       -0.06
final                 state[2]       O_RST       0.007
cells in the final DEF (no fill, tap or decap), types with 4 or more instances in the layout:
cell                               n
sky130_fd_sc_hd__nor2_1           29
sky130_fd_sc_hd__buf_4            27
sky130_fd_sc_hd__dfxtp_1          22
sky130_fd_sc_hd__nand2_1          18
sky130_fd_sc_hd__o21ai_0          15
sky130_fd_sc_hd__dfrtp_1          13
sky130_fd_sc_hd__a21oi_1          13
sky130_fd_sc_hd__inv_1             9
sky130_fd_sc_hd__nand3_1           8
sky130_fd_sc_hd__xor2_1            8
sky130_fd_sc_hd__xnor2_1           8
sky130_fd_sc_hd__clkbuf_8          6
sky130_fd_sc_hd__clkdlybuf4s50_1   6
sky130_fd_sc_hd__buf_6             6
sky130_fd_sc_hd__nor3_1            5
sky130_fd_sc_hd__mux2i_1           5
sky130_fd_sc_hd__conb_1            5
sky130_fd_sc_hd__nor3_2            4
sky130_fd_sc_hd__nand2b_1          4
sky130_fd_sc_hd__a31oi_1           4
sky130_fd_sc_hd__nor3b_1           4
sky130_fd_sc_hd__o22ai_1           4
sky130_fd_sc_hd__ha_1              4
final cells by class:
type	count	area [sq um]
Fill cell	478	2490
Multi-Input combinational cell	188	1260
Sequential cell	39	866
Timing Repair Buffer	42	357
Tap cell	70	87.6
Clock buffer	6	82.6
Inverter	11	46.3
Clock inverter	2	15.0
repair_timing:
action / 4_1_cts / 5_1_grt
buffers inserted: 4 / 2
endpoints found under the setup margin: 4 / 10
resized: 15 / 13
cloned: 0 / 0
pin swaps: 3 / 6
flip-flops by register name (all words and copies together), names as in the netlist:
name / flops
enable_r: 2
locksig: 6
RomDreg: 6
state: 3
Waitlock: 1
waitcnt: 16
laststep: 1
RomAddr: 4
routing by layer:
| metal | share of wire (%) | track usage [%] | vias up |
|---|---|---|---|
| li1 | - | - | 941 |
| met1 | 49 | 23.4 | 844 |
| met2 | 46 | 26.5 | 24 |
| met3 | 3.1 | 2.55 | 6 |
| met4 | 1.4 | 2.50 | 0 |
| met5 | 0 | 0 | - |
critical path, cell delays in order, from the launching register on:
cell                            delay [ns]
sky130_fd_sc_hd__dfrtp_1              0.41
sky130_fd_sc_hd__buf_4                0.14
sky130_fd_sc_hd__nand2b_4             0.13
sky130_fd_sc_hd__o21ai_2              0.10
sky130_fd_sc_hd__dlygate4sd2_1        0.20
Power and IR drop assume default switching activity.
