$ cat ./design.v
parameter DRAM_TYPE = "DDR3";
parameter nCK_PER_CLK = 4;
parameter tCK = 2500;
parameter REG_CTRL = "OFF";
parameter DQ_WIDTH = 16;
parameter DRAM_WIDTH = 8;
parameter ECC = "OFF";
parameter RANK_WIDTH = 1;
parameter BANK_WIDTH = 3;
parameter ROW_WIDTH = 14;
parameter COL_WIDTH = 10;
parameter tRP = 12500;
parameter tRRD = 7500;
parameter tRTP = 7500;
parameter tRCD = 12500;
parameter tRC = 55000;
parameter tRAS = 37500;
parameter tFAW = 40000;
parameter tWTR = 7500;
parameter tCKE = 75000;
parameter tREFI = 7800000;
parameter tRFC = 160000;
parameter tDLLK = 512;
parameter BURST_MODE = "8";
parameter BURST_TYPE = "SEQ";
parameter CL = 5;
parameter CWL = 5;
parameter AL = "0";
parameter SLOT_0_CONFIG = 8'b00000001;
parameter SLOT_1_CONFIG = 8'b00000000;
parameter RTT_NOM = "40";
parameter RTT_WR = "OFF";
parameter USER_REFRESH = "OFF";
parameter ADDR_CMD_MODE = "1T";
parameter OUTPUT_DRV = "LOW";
module amber_refill_axi24 (
    input  wire         clk,
    input  wire         rst,
    input  wire         ic_req,
    input  wire [47:0]  ic_addr,    
    output reg          ic_valid,
    output reg  [47:0]  ic_rdata,   
    input  wire         dc_req,
    input  wire [47:0]  dc_addr,
    output reg          dc_valid,
    output reg  [47:0]  dc_rdata,
    output reg          axi_arvalid,
    input  wire         axi_arready,
    output reg  [31:0]  axi_araddr,
    output reg  [7:0]   axi_arlen,
    output reg  [2:0]   axi_arsize,
    output reg  [1:0]   axi_arburst,
    output reg  [3:0]   axi_arcache,
    output reg  [2:0]   axi_arprot,
    output reg  [3:0]   axi_arqos,
    output reg  [3:0]   axi_arid,
    input  wire         axi_rvalid,
    output reg          axi_rready,
    input  wire [23:0]  axi_rdata,
    input  wire         axi_rlast,
    input  wire [1:0]   axi_rresp,
    input  wire [3:0]   axi_rid
);
    localparam CH_IC = 1'b0;
    localparam CH_DC = 1'b1;
    reg cur_ch;        
    reg busy;          
    reg [47:0] lat_addr;
    always @(posedge clk or posedge rst) begin
        if (rst) begin
            axi_arvalid <= 1'b0;
            axi_araddr  <= 32'd0;
            axi_arlen   <= 8'd0;        
            axi_arsize  <= 3'd0;        
            axi_arburst <= 2'b01;       
            axi_arcache <= 4'd0;
            axi_arprot  <= 3'd0;
            axi_arqos   <= 4'd0;
            axi_arid    <= 4'd0;
            axi_rready  <= 1'b1;        
            ic_valid    <= 1'b0;
            ic_rdata    <= 48'd0;
            dc_valid    <= 1'b0;
            dc_rdata    <= 48'd0;
            busy        <= 1'b0;
            cur_ch      <= CH_IC;
            lat_addr    <= 48'd0;
        end else begin
            ic_valid   <= 1'b0;
            dc_valid   <= 1'b0;
            if (!busy) begin
                if (ic_req) begin
                    cur_ch      <= CH_IC;
                    lat_addr    <= ic_addr;
                    axi_araddr  <= ic_addr[31:0];
                    axi_arvalid <= 1'b1;
                    busy        <= axi_arready;  
                end else if (dc_req) begin
                    cur_ch      <= CH_DC;
                    lat_addr    <= dc_addr;
                    axi_araddr  <= dc_addr[31:0];
                    axi_arvalid <= 1'b1;
                    busy        <= axi_arready;
                end
            end else begin
                if (axi_arvalid && axi_arready) begin
                    axi_arvalid <= 1'b0;
                end
            end
            if (axi_rvalid) begin
                if (cur_ch == CH_IC) begin
                    ic_rdata <= {24'b0, axi_rdata};
                    ic_valid <= 1'b1;
                end else begin
                    dc_rdata <= {24'b0, axi_rdata};
                    dc_valid <= 1'b1;
                end
                busy <= 1'b0;
            end
        end
    end
endmodule
$ cat ./run.sh
#!/bin/bash
# OpenROAD 26Q1-2900-gdf79404cd8, Yosys 0.63+post, stock flow scripts
make -C /OpenROAD-flow-scripts/flow DESIGN_CONFIG=/design/flow/config.mk WORK_HOME=/design/flow/orfs finish
$ cat ./config.mk
export PLATFORM = sky130hd
export DESIGN_NAME = amber_refill_axi24
export DESIGN_NICKNAME = amber_refill_axi24
export VERILOG_FILES = /design/flow/design.v
export SDC_FILE = /design/flow/constraint.sdc
export NUM_CORES = 4
export LEC_CHECK = 1
export CORE_AREA = 10 10 179 179
export DIE_AREA = 0 0 189 189
$ cat ./constraint.sdc
current_design amber_refill_axi24

set clk_period 2.5
set clk_io_pct 0.2

create_clock -name clk0 -period $clk_period [get_ports {clk}]

set non_clock_inputs [all_inputs -no_clocks]
set_input_delay [expr $clk_period * $clk_io_pct] -clock clk0 $non_clock_inputs
set_output_delay [expr $clk_period * $clk_io_pct] -clock clk0 [all_outputs]
==> results.cfg <==
; generated from flow reports
[run_status]
outcome = finished, final reports clean

[timing]
fin_worst_skew_ns = 0.00478
fin_tns_setup_ns = 0
worst_pin_slew_ns = 0.735
setup_viol = 0
fin_crit_ns = 1.77
rsz0062_at_grt = no
max_freq_mhz = 564
setup_ws_ns = 0.727
final_max_slew_viol_count = 0
maxSlewHeadroom = 0.510
finalClockPeriodUsage = 0.709
hold_viol_final = 0

[power]
power_density_mw_per_mm2 = 646
internal_power_mw = 3.08
leakagePower_nw = 2.53
power_mw = 4.14
p_sw_frac = 0.257
seq_power_share = 0.426
peakVddDrop_uv = 211
netSwitchingPower_mw = 1.06
pwr-share-clk = 0.306
power_frac_comb = 0.267

[floorplan]
rows = 61
die_w_um = 189
die_area_mm2 = 0.0357
fp.dieH_um = 189
fp_util = 0.152
ios = 293
fp.coreArea_mm2 = 0.0280

[finish]
drive_gt1_frac = 0.174
layout.cells.non_filler = 914
area_growth_pct = 50.8
design_area_mm2 = 0.00641

[detailed_routing]
routedWlPerCell_um = 15.6
vias_per_cell = 3.38
ant_nets = 0
antennaDiodeCount = 0
drc = 0
first_pass_iters = 6
drt-initial-drc-count = 106
num_vias = 3090
wl_um = 14200

[clocking]
cts_inserted_buffers = 9
htreeDepth = 3
path_clk_slew_ns = 0.07
cts_buffer_depth = 2
post_cts_buffers = 0
root_buffer = clkbuf_16
ctsHoldBuffers = 0
clock.latency.late_pin_ns = 0.34
cts_tree = done
ctsResizeCount = 0
cts_sinks = 85

[place]
place_area_mm2 = 0.00615
port_buffers = 176
dp_cells = 898
place.gp.congestion = 0.774
dpl_worst_slack_ns = 0.359
dp_hpwl_um = 10700

[setup_path]
path_cells = clkdlybuf4s50_1 > or2_2 > o32ai_1 > nor2_1
end_kind = flop
max_stage_delay_ns = 0.63
crit_type = in -> reg
cp.arrival_ns = 2.04
crit_family = simple AND/OR/NAND/NOR gates
worstSetupStartpointType = input port
cp_slowest_cell = or2_2
critPathMaxFanout = 21
crit_buf_inv = 1
cp.required_ns = 2.77
reg2reg_slack_ns = 1.11

[global_routing]
grt_pass1_vias = 3406
grt_usage = 0.0765
grt_overflow = 0
grt_pass1_wl_um = 21200
grt_max_degree = 50
antenna_found_initial = 0

[logic_synthesis]
yosys-top-cells-count = dfrtp_1, buf_4, mux2_2
top_cell = dfrtp_1
synth_top_area_share = 0.500
ys_ff = 85
ys_cells = 359
avgSynthCellArea_um2 = 11.8
yosys_warnings = 1
edf_count = 0
largest_area_cell = dfrtp_1
ys_seq_share = 0.500
postSynth.asyncResetShare = 1.00
syn_area_mm2 = 0.00425
yosys_area_mm2 = 0.00425
topCellsByArea = dfrtp_1, buf_4, mux2_2
yosys_most_used_dff = dfrtp_1
syn_inst = 359
yosysUniqueCellTypes = 22

[flow_run]
warnings = 64
cap_violations = 0

[min_path]
hold_path.class = reg -> reg
-- registers in the layout, summed over array words and instances, names as in the netlist --
| register | cells |
|---|---|
| busy | 1 |
| cur_ch | 1 |
| dc_rdata | 24 |
| dc_valid | 1 |
| ic_valid | 1 |
| axi_araddr | 32 |
| axi_arvalid | 1 |
| ic_rdata | 24 |
-- per-layer routing --
metal | track usage | vias up | share of wire
met5 | 0 | - | 0
li1 | - | 1445 | -
met1 | 0.0928 | 1504 | 0.41
met3 | 0.0252 | 11 | 0.077
met2 | 0.132 | 130 | 0.50
met4 | 0.0110 | 0 | 0.016
-- worst paths after layout --
kind                                              endpoint  cells after the start                startpoint
max in group asynchronous       axi_araddr[13]$_DFFE_PP0P_                      3                       rst
worst min register to register    ic_rdata[11]$_DFFE_PP0P_                      1  ic_rdata[11]$_DFFE_PP0P_
worst max register to register  axi_araddr[28]$_DFFE_PP0P_                      3            busy$_DFF_PP0_
worst max-delay path            axi_araddr[28]$_DFFE_PP0P_                      4                    dc_req
min in group asynchronous          dc_rdata[6]$_DFFE_PP0P_                      2                       rst
worst min-delay path              ic_rdata[11]$_DFFE_PP0P_                      1  ic_rdata[11]$_DFFE_PP0P_
-- layout by cell type, fill, tap and decap left out, types with 2 or more instances in the layout --
cell,Yosys,layout
clkdlybuf4s50_1,0,175
dfrtp_1,85,85
conb_1,2,77
mux2_2,48,48
nor2_1,34,34
nor3_1,26,26
o22ai_1,19,19
o32ai_2,16,16
nor3b_1,13,13
clkbuf_16,0,9
buf_4,83,5
clkinvlp_4,0,4
inv_1,4,3
o32ai_1,3,3
buf_12,0,3
nand2_2,2,2
a21oi_1,2,2
nand2b_1,2,2
clkbuf_1,2,2
-- power groups by stage --
| stage | Combinational [mW] | Clock [mW] | Sequential [mW] |
|---|---|---|---|
| 4_1_cts | 1.15 | 1.36 | 1.77 |
| 5_1_grt | 1.21 | 1.40 | 1.81 |
| 6_report | 1.11 | 1.27 | 1.77 |
-- cell type report --
class                   count  area (um2)
flip-flops and latches     85        2130
well taps                 378         473
repair buffers            184        1850
clock buffers              11         233
inverters                   5        22.5
clock inverters             5        36.3
fillers                  3004       21600
multi-input cells         246        1670
-- cells by family after synthesis --
logic type,count (synthesis),share of synthesized area
simple gates,79,0.0941
compound gates,42,0.103
flops,85,0.500
other cells,2,0.00177
mux,48,0.127
buf+inv,103,0.174
-- metrics by stage --
step	hold slack (ns)	util
after floorplan	0.454	-
after global placement	0.487	0.219
after detailed placement	0.492	0.219
after CTS	0.507	0.229
after global routing	0.518	0.229
final	0.504	0.229
No activity file was given, so power comes from the tool's default toggle rates.
