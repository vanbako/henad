==> design/flow/constraint.sdc <==
current_design axi_rr_arb

set clk_period 61.9
set clk_io_pct 0.2

create_clock -name clk0 -period $clk_period [get_ports {clk}]

set non_clock_inputs [all_inputs -no_clocks]
set_input_delay [expr $clk_period * $clk_io_pct] -clock clk0 $non_clock_inputs
set_output_delay [expr $clk_period * $clk_io_pct] -clock clk0 [all_outputs]
==> design/flow/run.sh <==
#!/bin/bash
# OpenROAD 26Q1-2900-gdf79404cd8, Yosys 0.63+post, stock flow scripts
make -C /OpenROAD-flow-scripts/flow DESIGN_CONFIG=/design/flow/config.mk WORK_HOME=/design/flow/orfs finish
==> design/flow/config.mk <==
export PLATFORM = sky130hd
export DESIGN_NAME = axi_rr_arb
export DESIGN_NICKNAME = axi_rr_arb
export VERILOG_FILES = /design/flow/design.v
export SDC_FILE = /design/flow/constraint.sdc
export NUM_CORES = 4
export LEC_CHECK = 1
export CORE_AREA = 10 10 490 490
export DIE_AREA = 0 0 500 500
==> design/flow/design.v <==
parameter DRAM_TYPE = "DDR3";
parameter nCK_PER_CLK = 4;
parameter tCK = 2500;
parameter REG_CTRL = "OFF";
parameter DQ_WIDTH = 16;
parameter DRAM_WIDTH = 8;
parameter ECC = "OFF";
parameter RANK_WIDTH = 1;
parameter BANK_WIDTH = 3;
parameter ROW_WIDTH = 14;
parameter COL_WIDTH = 10;
parameter tRP = 12500;
parameter tRRD = 7500;
parameter tRTP = 7500;
parameter tRCD = 12500;
parameter tRC = 55000;
parameter tRAS = 37500;
parameter tFAW = 40000;
parameter tWTR = 7500;
parameter tCKE = 75000;
parameter tREFI = 7800000;
parameter tRFC = 160000;
parameter tDLLK = 512;
parameter BURST_MODE = "8";
parameter BURST_TYPE = "SEQ";
parameter CL = 5;
parameter CWL = 5;
parameter AL = "0";
parameter SLOT_0_CONFIG = 8'b00000001;
parameter SLOT_1_CONFIG = 8'b00000000;
parameter RTT_NOM = "40";
parameter RTT_WR = "OFF";
parameter USER_REFRESH = "OFF";
parameter ADDR_CMD_MODE = "1T";
parameter OUTPUT_DRV = "LOW";
module axi_rr_arb #(
    parameter integer N         = 8,
    parameter integer ADDR_WIDTH= 16,
    parameter integer DATA_WIDTH= 24,
    parameter integer ID_WIDTH  = 4
)(
    input  wire                         clk,
    input  wire                         rst_n,
    input  wire [N-1:0]                 m_awvalid,
    output reg  [N-1:0]                 m_awready,
    input  wire [N*ADDR_WIDTH-1:0]      m_awaddr,
    input  wire [N*ID_WIDTH-1:0]        m_awid,
    input  wire [N*8-1:0]               m_awlen,
    input  wire [N*3-1:0]               m_awsize,
    input  wire [N*2-1:0]               m_awburst,
    input  wire [N-1:0]                 m_wvalid,
    output reg  [N-1:0]                 m_wready,
    input  wire [N*DATA_WIDTH-1:0]      m_wdata,
    input  wire [N*4-1:0]               m_wstrb,
    input  wire [N-1:0]                 m_wlast,
    output reg  [N-1:0]                 m_bvalid,
    input  wire [N-1:0]                 m_bready,
    output reg  [N*2-1:0]               m_bresp,
    output reg  [N*ID_WIDTH-1:0]        m_bid,
    input  wire [N-1:0]                 m_arvalid,
    output reg  [N-1:0]                 m_arready,
    input  wire [N*ADDR_WIDTH-1:0]      m_araddr,
    input  wire [N*ID_WIDTH-1:0]        m_arid,
    input  wire [N*8-1:0]               m_arlen,
    input  wire [N*3-1:0]               m_arsize,
    input  wire [N*2-1:0]               m_arburst,
    output reg  [N-1:0]                 m_rvalid,
    input  wire [N-1:0]                 m_rready,
    output reg  [N*DATA_WIDTH-1:0]      m_rdata,
    output reg  [N*2-1:0]               m_rresp,
    output reg  [N-1:0]                 m_rlast,
    output reg  [N*ID_WIDTH-1:0]        m_rid,
    output reg                          s_awvalid,
    input  wire                         s_awready,
    output reg [ADDR_WIDTH-1:0]         s_awaddr,
    output reg [ID_WIDTH-1:0]           s_awid,
    output reg [7:0]                    s_awlen,
    output reg [2:0]                    s_awsize,
    output reg [1:0]                    s_awburst,
    output reg                          s_wvalid,
    input  wire                         s_wready,
    output reg [DATA_WIDTH-1:0]         s_wdata,
    output reg [3:0]                    s_wstrb,
    output reg                          s_wlast,
    input  wire                         s_bvalid,
    output reg                          s_bready,
    input  wire [1:0]                   s_bresp,
    input  wire [ID_WIDTH-1:0]          s_bid,
    output reg                          s_arvalid,
    input  wire                         s_arready,
    output reg [ADDR_WIDTH-1:0]         s_araddr,
    output reg [ID_WIDTH-1:0]           s_arid,
    output reg [7:0]                    s_arlen,
    output reg [2:0]                    s_arsize,
    output reg [1:0]                    s_arburst,
    input  wire                         s_rvalid,
    output reg                          s_rready,
    input  wire [DATA_WIDTH-1:0]        s_rdata,
    input  wire [1:0]                   s_rresp,
    input  wire                         s_rlast,
    input  wire [ID_WIDTH-1:0]          s_rid
);
    localparam RESP_OKAY = 2'b00;
    reg [$clog2(N)-1:0] owner;
    reg [$clog2(N)-1:0] next_ptr;
    reg                  busy;
    reg                  is_write;
    integer k;
    always @(*) begin
        m_awready = {N{1'b0}};
        m_wready  = {N{1'b0}};
        m_bvalid  = {N{1'b0}};
        m_bresp   = {N*2{1'b0}};
        m_bid     = {N*ID_WIDTH{1'b0}};
        m_arready = {N{1'b0}};
        m_rvalid  = {N{1'b0}};
        m_rdata   = {N*DATA_WIDTH{1'b0}};
        m_rresp   = {N*2{1'b0}};
        m_rlast   = {N{1'b0}};
        m_rid     = {N*ID_WIDTH{1'b0}};
        s_awvalid = 1'b0; s_awaddr= {ADDR_WIDTH{1'b0}}; s_awid= {ID_WIDTH{1'b0}}; s_awlen=8'd0; s_awsize=3'd0; s_awburst=2'b01;
        s_wvalid  = 1'b0; s_wdata= {DATA_WIDTH{1'b0}}; s_wstrb=4'b0111; s_wlast=1'b1;
        s_bready  = 1'b0;
        s_arvalid = 1'b0; s_araddr= {ADDR_WIDTH{1'b0}}; s_arid= {ID_WIDTH{1'b0}}; s_arlen=8'd0; s_arsize=3'd0; s_arburst=2'b01;
        s_rready  = 1'b0;
        if (!busy) begin
            integer selw, selr, idx;
            selw = -1; selr = -1;
            for (k = 0; k < N; k = k + 1) begin
                idx = (next_ptr + k) % N;
                if (selw == -1 && m_awvalid[idx] && m_wvalid[idx]) selw = idx;
            end
            if (selw != -1) begin
                s_awvalid = 1'b1;
                s_wvalid  = 1'b1;
                s_awaddr  = m_awaddr[selw*ADDR_WIDTH +: ADDR_WIDTH];
                s_awid    = m_awid  [selw*ID_WIDTH   +: ID_WIDTH];
                s_wdata   = m_wdata[selw*DATA_WIDTH +: DATA_WIDTH];
                s_wstrb   = m_wstrb[selw*4          +: 4];
                m_awready[selw] = s_awready;
                m_wready [selw] = s_wready;
            end else begin
                for (k = 0; k < N; k = k + 1) begin
                    idx = (next_ptr + k) % N;
                    if (selr == -1 && m_arvalid[idx]) selr = idx;
                end
                if (selr != -1) begin
                    s_arvalid = 1'b1;
                    s_araddr  = m_araddr[selr*ADDR_WIDTH +: ADDR_WIDTH];
                    s_arid    = m_arid  [selr*ID_WIDTH   +: ID_WIDTH];
                    m_arready[selr] = s_arready;
                end
            end
        end else begin
            if (is_write) begin
                s_bready = m_bready[owner];
                m_bvalid[owner] = s_bvalid;
                m_bresp [owner*2 +: 2] = s_bresp;
                m_bid   [owner*ID_WIDTH +: ID_WIDTH] = s_bid;
            end else begin
                s_rready = m_rready[owner];
                m_rvalid[owner] = s_rvalid;
                m_rdata [owner*DATA_WIDTH +: DATA_WIDTH] = s_rdata;
                m_rresp [owner*2 +: 2] = s_rresp;
                m_rlast [owner] = s_rlast;
                m_rid   [owner*ID_WIDTH +: ID_WIDTH] = s_rid;
            end
        end
    end
    integer j;
    always @(posedge clk or negedge rst_n) begin
        if (!rst_n) begin
            busy     <= 1'b0;
            is_write <= 1'b0;
            owner    <= {($clog2(N)){1'b0}};
            next_ptr <= {($clog2(N)){1'b0}};
        end else begin
            if (!busy) begin
                integer cidx;
                for (j = 0; j < N; j = j + 1) begin
                    cidx = (next_ptr + j) % N;
                    if (m_awvalid[cidx] && m_wvalid[cidx] && s_awready && s_wready) begin
                        owner    <= cidx;
                        next_ptr <= cidx + 1;
                        busy     <= 1'b1;
                        is_write <= 1'b1;
                    end
                end
                if (!busy) begin
                    for (j = 0; j < N; j = j + 1) begin
                        cidx = (next_ptr + j) % N;
                        if (m_arvalid[cidx] && s_arready) begin
                            owner    <= cidx;
                            next_ptr <= cidx + 1;
                            busy     <= 1'b1;
                            is_write <= 1'b0;
                        end
                    end
                end
            end else begin
                if (is_write) begin
                    if (s_bvalid && m_bready[owner]) begin
                        busy <= 1'b0;
                    end
                end else begin
                    if (s_rvalid && s_rlast && m_rready[owner]) begin
                        busy <= 1'b0;
                    end
                end
            end
        end
    end
endmodule
==> flow_summary.json <==
{
  "result_of_the_run": "finished, final reports clean",
  "synth.yosys.num_cells": 2459,
  "fmax_mhz": 31.0,
  "setup_tns_ps": 0,
  "synth_chip_area_um2": 15100,
  "synth.top_cells.by_area": "sky130_fd_sc_hd__mux2i_1 (18%), sky130_fd_sc_hd__nand2_1 (10%), sky130_fd_sc_hd__nor2_1 (9.5%)",
  "flops_latches_synth": 8,
  "timing_hold_violations_final": 0,
  "synthesis_to_finish_area_growth_pct": 93.5,
  "stdcell_count": 6434,
  "placed_instances": 6406,
  "ys.warnings.count": 1,
  "fraction_of_synthesis_flops_using_an_asynchronous_set_or_reset_pin_pct": 100,
  "reg2reg_to": "next_ptr[2]",
  "tritoncts_num_sinks": 8,
  "gpl.final_weighted_congestion": 0.950,
  "initial_utilization_pct": 6.55,
  "post_route_cells_drive_above_1_share_pct": 7.09,
  "die_area_um2": 250000,
  "post_synth_most_frequent_cells": "sky130_fd_sc_hd__nand2_1 (411), sky130_fd_sc_hd__nor2_1 (379), sky130_fd_sc_hd__mux2i_1 (274), sky130_fd_sc_hd__a21oi_1 (205), sky130_fd_sc_hd__nand3_1 (129)",
  "postLayoutCellArea_um2": 29100,
  "die_h_um": 500,
  "grt_antenna_before_repair": 124,
  "drt_iter0_markers": 2318,
  "dpl_cell_area_um2": 29000,
  "clk-insertion-delay-late_ps": 240,
  "remaining_drcs": 0,
  "hold_path_end": "owner[1]",
  "layout.core_utilization_pct": 12.7,
  "timing.max_cap.violations": 0,
  "rr_worst_depth": 14,
  "grt_first_pass_wirelength_um": 232000,
  "top_area_cell": "sky130_fd_sc_hd__mux2i_1",
  "rr_startpoint": "next_ptr[0]",
  "filler_cells": 26400,
  "cp-start-kind": "input port",
  "die_w_um": 500,
  "pin_count_of_the_biggest_net_entering_global_routing": 63,
  "antenna_violating_nets_post_route": 0,
  "drt_pass1_iterations": 5,
  "grt_overflow": 0,
  "clockBufferDepth": 2,
  "timing_max_transition_violations_final": 0,
  "core_area_um2": 230000,
  "synth_top_cell_by_count": "sky130_fd_sc_hd__nand2_1",
  "clk_pin_slew_ps": 40,
  "min-delay-path-class": "reg2reg",
  "grt_setup_unrepaired": "no",
  "mappedNetlistArea_um2": 15100,
  "finalCriticalPeriod_ps": 32280,
  "worstHoldStart": "owner[1]",
  "seq_area_frac_synth_pct": 1.33,
  "timing.final.crit_share_pct": 52.2,
  "timing_worst_setup_path_type": "in2out",
  "syn-mean-instance-area_um2": 6.12,
  "edf_count": 0,
  "whs_path_depth": 2,
  "cts_buffers": 3,
  "routed_wire_length_per_instance_um": 28.6,
  "headroom_to_the_max_slew_limit_pct": 28.3,
  "cts.root.buffer_cell": "sky130_fd_sc_hd__clkbuf_16",
  "log.warning_count": 253,
  "routed_wirelength_um": 184000,
  "globalRouteTotalUtil_pct": 14.0,
  "maximum_level_of_the_cts_h_tree": 1,
  "floorplan.io_pins": 1280,
  "data_required_time_at_the_worst_endpoint_ps": 49520,
  "top_cell_area_share_pct": 18.2,
  "routed_via_density": 3.74,
  "cts.repair_timing.setup_buffer_count": 0,
  "first_global_vias": 23100,
  "row_count": 176,
  "synth_top_flop_cell": "sky130_fd_sc_hd__dfrtp_1",
  "synthesis.instances": 2459,
  "cts.repair.resized": 0,
  "clock_skew_ps": 1.22,
  "worst-path-max-fanout": 33,
  "worstPathArrival_ps": 19900,
  "detailroute.via_count": 24100,
  "synth_cell_type_count": 73,
  "number_of_input_and_output_port_buffers_inserted": 1036,
  "timing.critical_path.to_type": "output pin",
  "final-setup-viol-count": 0,
  "regToRegSetupSlack_ps": 56740,
  "cts_tree": "yes",
  "cts-hold-fix-buffers": 0,
  "worst-slew-pin-transition_ps": 1050,
  "total_half_perimeter_wirelength_after_legalization_and_detailed_placement_um": 164000
}
cells by family (layout without fill, tap and decap cells):
| logic type | count (synthesis) | in the layout | synth area share, % |
|---|---|---|---|
| xor+xnor | 19 | 19 | 1.16 |
| mux | 370 | 370 | 27.3 |
| other cells | 2 | 51 | 0.0499 |
| simple gates | 1133 | 1133 | 33.2 |
| buf+inv | 270 | 1170 | 8.44 |
| compound gates | 625 | 625 | 25.8 |
| flops | 8 | 8 | 1.33 |
| fa+ha+maj | 32 | 32 | 2.76 |
cell usage in the layout, fill, tap and decap left out, types with 7 or more instances in the layout:
cell type,instances
sky130_fd_sc_hd__and2_1,41
sky130_fd_sc_hd__conb_1,27
sky130_fd_sc_hd__clkdlybuf4s50_1,1036
sky130_fd_sc_hd__o31ai_1,13
sky130_fd_sc_hd__mux2_2,71
sky130_fd_sc_hd__dfrtp_1,7
sky130_fd_sc_hd__or3_1,19
sky130_fd_sc_hd__nand3_1,128
sky130_fd_sc_hd__a31oi_1,47
sky130_fd_sc_hd__o221ai_1,26
sky130_fd_sc_hd__mux2i_1,274
sky130_fd_sc_hd__a22oi_1,7
sky130_fd_sc_hd__o22ai_1,80
sky130_fd_sc_hd__o21ai_0,101
sky130_fd_sc_hd__nor4_1,10
sky130_fd_sc_hd__buf_4,104
sky130_fd_sc_hd__inv_1,19
sky130_fd_sc_hd__diode_2,24
sky130_fd_sc_hd__a21oi_1,204
sky130_fd_sc_hd__nor2_1,378
sky130_fd_sc_hd__o21a_1,12
sky130_fd_sc_hd__nand4_1,21
sky130_fd_sc_hd__a211oi_1,18
sky130_fd_sc_hd__nand2_1,410
sky130_fd_sc_hd__nand2b_1,12
sky130_fd_sc_hd__o211ai_1,51
sky130_fd_sc_hd__nand4b_1,11
sky130_fd_sc_hd__and3_1,28
sky130_fd_sc_hd__nor3_1,24
sky130_fd_sc_hd__mux4_2,25
sky130_fd_sc_hd__or2_2,13
sky130_fd_sc_hd__xnor2_1,11
sky130_fd_sc_hd__ha_1,28
sequential cells by signal, indices dropped and copies added, names as in the netlist:
name / count
next_ptr: 3
owner: 3
busy: 1
is_write: 1
final cells by class:
cell class,instances,area [um^2],share of cell area (%)
tap,3026,3790,13.0
antenna,24,60.1,0.206
sequential,8,201,0.692
clock buffer,4,78.8,0.271
timing repair buffer,1140,11200,38.3
inverter,26,100,0.344
multi-input combinational,2206,13700,47.2
worst max-delay path by stage:
stage | start | endpoint | slack (ps) | cells past startpoint
4_1_cts | m_awvalid[6] | s_wdata[12] | 29730 | 21
5_1_grt | m_awvalid[6] | s_wdata[12] | 29320 | 22
6_report | m_awvalid[6] | s_wdata[12] | 29620 | 21
through the flow:
step | setup slack, ps | hold WS, ps
2_1_floorplan | 32530 | 638
3_3_place_gp | 29730 | 715
3_5_place_dp | 29740 | 716
4_1_cts | 29730 | 727
5_1_grt | 29320 | 753
6_report | 29620 | 748
critical path, stage by stage:
cell and delay, ps:
sky130_fd_sc_hd__clkdlybuf4s50_1 630, sky130_fd_sc_hd__nand2_1 110, sky130_fd_sc_hd__mux4_2 480, sky130_fd_sc_hd__mux2_2 400, sky130_fd_sc_hd__nor2_1 180, sky130_fd_sc_hd__a211oi_1 70, sky130_fd_sc_hd__or4_2 690, sky130_fd_sc_hd__buf_4 290
sky130_fd_sc_hd__ha_1 360, sky130_fd_sc_hd__ha_1 130, sky130_fd_sc_hd__inv_1 40, sky130_fd_sc_hd__fa_1 470, sky130_fd_sc_hd__buf_4 390, sky130_fd_sc_hd__inv_1 420, sky130_fd_sc_hd__nor2_1 700, sky130_fd_sc_hd__buf_4 320
sky130_fd_sc_hd__nand3_1 90, sky130_fd_sc_hd__o22ai_1 580, sky130_fd_sc_hd__or4_1 290, sky130_fd_sc_hd__a311oi_1 120, sky130_fd_sc_hd__clkdlybuf4s50_1 660
routing by layer:
| layer | part of all wire [%] | vias to the layer above | wire length, um | global-route usage [%] |
|---|---|---|---|---|
| met4 | 1.2 | 60 | 2180 | 1.47 |
| met5 | 0.19 | - | 343 | 0.533 |
| met2 | 40 | 1536 | 73400 | 19.5 |
| met1 | 45 | 11500 | 83300 | 19.3 |
| met3 | 13 | 172 | 24700 | 7.68 |
| li1 | - | 10800 | - | - |
