==> /design/flow/design.v <==
parameter DRAM_TYPE = "DDR3";
parameter nCK_PER_CLK = 4;
parameter tCK = 2500;
parameter REG_CTRL = "OFF";
parameter DQ_WIDTH = 16;
parameter DRAM_WIDTH = 8;
parameter ECC = "OFF";
parameter RANK_WIDTH = 1;
parameter BANK_WIDTH = 3;
parameter ROW_WIDTH = 14;
parameter COL_WIDTH = 10;
parameter tRP = 12500;
parameter tRRD = 7500;
parameter tRTP = 7500;
parameter tRCD = 12500;
parameter tRC = 55000;
parameter tRAS = 37500;
parameter tFAW = 40000;
parameter tWTR = 7500;
parameter tCKE = 75000;
parameter tREFI = 7800000;
parameter tRFC = 160000;
parameter tDLLK = 512;
parameter BURST_MODE = "8";
parameter BURST_TYPE = "SEQ";
parameter CL = 5;
parameter CWL = 5;
parameter AL = "0";
parameter SLOT_0_CONFIG = 8'b00000001;
parameter SLOT_1_CONFIG = 8'b00000000;
parameter RTT_NOM = "40";
parameter RTT_WR = "OFF";
parameter USER_REFRESH = "OFF";
parameter ADDR_CMD_MODE = "1T";
parameter OUTPUT_DRV = "LOW";
module gmi_rr_arb #(
    parameter integer N          = 8,
    parameter integer ADDR_WIDTH = 16,
    parameter integer DATA_WIDTH = 24
)(
    input  wire                         clk,
    input  wire                         rst_n,
    input  wire [N-1:0]                 m_req_valid,
    output reg  [N-1:0]                 m_req_ready,
    input  wire [N-1:0]                 m_req_write,
    input  wire [N*ADDR_WIDTH-1:0]      m_req_addr,
    input  wire [N*DATA_WIDTH-1:0]      m_req_wdata,
    output reg  [N-1:0]                 m_rsp_valid,
    input  wire [N-1:0]                 m_rsp_ready,
    output reg  [N*2-1:0]               m_rsp_status,
    output reg  [N*DATA_WIDTH-1:0]      m_rsp_rdata,
    output reg                          s_req_valid,
    input  wire                         s_req_ready,
    output reg                          s_req_write,
    output reg [ADDR_WIDTH-1:0]         s_req_addr,
    output reg [DATA_WIDTH-1:0]         s_req_wdata,
    input  wire                         s_rsp_valid,
    output reg                          s_rsp_ready,
    input  wire [1:0]                   s_rsp_status,
    input  wire [DATA_WIDTH-1:0]        s_rsp_rdata
);
    reg [$clog2(N)-1:0] owner;
    reg [$clog2(N)-1:0] next_ptr;
    reg                  busy;
    reg                  owner_is_wr;
    integer i;
    always @(*) begin
        m_req_ready  = {N{1'b0}};
        m_rsp_valid  = {N{1'b0}};
        m_rsp_status = {N*2{1'b0}};
        m_rsp_rdata  = {N*DATA_WIDTH{1'b0}};
        s_req_valid  = 1'b0;
        s_req_write  = 1'b0;
        s_req_addr   = {ADDR_WIDTH{1'b0}};
        s_req_wdata  = {DATA_WIDTH{1'b0}};
        s_rsp_ready  = 1'b0;
        if (!busy) begin
            integer sel, idx;
            sel = -1;
            for (i = 0; i < N; i = i + 1) begin
                idx = (next_ptr + i) % N;
                if (sel == -1 && m_req_valid[idx]) sel = idx;
            end
            if (sel != -1) begin
                s_req_valid = 1'b1;
                s_req_write = m_req_write[sel];
                s_req_addr  = m_req_addr [sel*ADDR_WIDTH +: ADDR_WIDTH];
                s_req_wdata = m_req_wdata[sel*DATA_WIDTH +: DATA_WIDTH];
                m_req_ready[sel] = s_req_ready;
            end
        end else begin
            s_rsp_ready                  = m_rsp_ready[owner];
            m_rsp_valid[owner]           = s_rsp_valid;
            m_rsp_status[owner*2 +: 2]   = s_rsp_status;
            m_rsp_rdata [owner*DATA_WIDTH +: DATA_WIDTH] = s_rsp_rdata;
        end
    end
    integer j;
    always @(posedge clk or negedge rst_n) begin
        if (!rst_n) begin
            owner    <= {($clog2(N)){1'b0}};
            next_ptr <= {($clog2(N)){1'b0}};
            busy     <= 1'b0;
            owner_is_wr <= 1'b0;
        end else begin
            if (!busy) begin
                for (j = 0; j < N; j = j + 1) begin
                    if (m_req_valid[(next_ptr+j)%N] && m_req_ready[(next_ptr+j)%N]) begin
                        owner       <= (next_ptr+j)%N;
                        next_ptr    <= ((next_ptr+j)%N) + 1;
                        busy        <= 1'b1;
                        owner_is_wr <= m_req_write[(next_ptr+j)%N];
                    end
                end
            end else begin
                if (s_rsp_valid && m_rsp_ready[owner]) begin
                    busy <= 1'b0;
                end
            end
        end
    end
endmodule
==> /design/flow/run.sh <==
#!/bin/bash
# OpenROAD 26Q1-2900-gdf79404cd8, Yosys 0.63+post, stock flow scripts
make -C /OpenROAD-flow-scripts/flow DESIGN_CONFIG=/design/flow/config.mk WORK_HOME=/design/flow/orfs finish
==> /design/flow/config.mk <==
export PLATFORM = sky130hd
export DESIGN_NAME = gmi_rr_arb
export DESIGN_NICKNAME = gmi_rr_arb
export VERILOG_FILES = /design/flow/design.v
export SDC_FILE = /design/flow/constraint.sdc
export NUM_CORES = 4
export LEC_CHECK = 1
export CORE_AREA = 10 10 251 251
export DIE_AREA = 0 0 261 261
==> /design/flow/constraint.sdc <==
current_design gmi_rr_arb

set clk_period 28.6
set clk_io_pct 0.2

create_clock -name clk0 -period $clk_period [get_ports {clk}]

set non_clock_inputs [all_inputs -no_clocks]
set_input_delay [expr $clk_period * $clk_io_pct] -clock clk0 $non_clock_inputs
set_output_delay [expr $clk_period * $clk_io_pct] -clock clk0 [all_outputs]
==> results.ini <==
[sta]
rsz0062_at_grt=no
final_max_slew_viol_count=0
setup_slack_ps=10000
finalHoldViolCount=0
min_period_ps=18600
slew_headroom_pct=43.4
setup_violations=0
fmax_mhz=53.8
clock-skew-final_ps=1.61
tightest_slew_ps=841
finalClockPeriodUsage_pct=65.0
setup_tns_ps=0

[floorplanning]
io_pins=641
die-area_mm2=0.0681
die_w_um=261
num_rows=88
core-area_mm2=0.0576
dieHeight_um=261
fp_util_pct=20.1

[clock_tree]
cts_tree=yes
htree_levels=1
cts-root-buf=clkbuf_16
cts_resized=0
clk_latency_ps=230
cts.clk_slew.worst_paths_ps=30
post-cts-setup-buffers=0
cts.sinks=7
cts_hold_buf=0
numCtsBuffers=3
clk_path_buf_depth=2

[global_route]
grt-ovfl-total=0
grtUsageMet1_pct=26.7
grtUsageMet3_pct=5.94
met2_usage_pct=38.2
grt_max_degree=71
grt_pass1_wl_mm=113
grt_pass1_vias=16500
antenna_found_initial=17
grt-busiest-layer=met2
grtUsageTotal_pct=22.3

[cells_and_area]
lay_top_cells=clkdlybuf4s50_1, nand2_1, nor2_1
final_core_util_pct=32.6
lay_top_count=clkdlybuf4s50_1
final_area_mm2=0.0187
drive_gt1_share_pct=6.63
area_growth_pct=61.8
nFillCells=6280

[min_path]
min_path_type=reg2reg
hp-start=owner[1]$_DFFE_PN0P_
hold_path_depth=2
worst_hold_path.endpoint=owner[1]$_DFFE_PN0P_

[drt]
antenna_left=0
vias=17400
wl_mm=81.0
wire_per_inst_um=25.2
drcViolationCount=0
first_pass_iters=5
viasPerCell=5.40
drtIter0Drc=1626

[placement]
place_area_mm2=0.0187
place_congestion=1.03
dpl.hpwl_mm=67.6
numPortBuffers=640
post-place-ws_ps=10280

[setup_path]
rrSetupSlack_ps=19260
crit_path_end_kind=output port
rr_startpoint=next_ptr[0]$_DFFE_PN0P_
path_class=in2out
reg2reg_to=owner[2]$_DFFE_PN0P_
rr_worst_depth=32
arrival_ps=12880
critPathLaunchType=input port
required_ps=22880
path_max_fanout=38

[flow_run]
warning_count=37
cap_violations=0

[logic_synthesis]
synth_async_sr_flop_share_pct=100
synth_flops=7
ff_type=dfrtp_1
ys_chip_area_mm2=0.0116
synth_seq_share_pct=1.51
synth.cell_area_mm2=0.0116
ys_types=94
ys_cells=1929
yosys_warnings=1
edf_count=0
avgSynthCellArea_um2=6.01
synth_cells=1929

[run_status]
outcome=completed

sequential cells by signal, summed over array words and instances (netlist names):
name,cells
next_ptr,3
owner,3
busy,1
worst max path at each step:
stage                          start               to  depth (start not counted)
final                 m_req_valid[5]  s_req_wdata[12]                         22
after global routing  m_req_valid[1]  s_req_wdata[13]                         21
after CTS             m_req_valid[0]  s_req_wdata[12]                         21
cell usage after synthesis (8+ instances only):
cell type | number | share of area, %
nand4_1 | 10 | 0.54
nand2b_1 | 11 | 0.59
o221ai_1 | 9 | 0.68
nor4_1 | 21 | 1.1
a211o_1 | 10 | 0.76
nor2_1 | 246 | 8.0
o211ai_1 | 23 | 1.5
o21a_1 | 9 | 0.58
o21ai_0 | 63 | 2.7
a211oi_1 | 28 | 1.8
nand2_1 | 460 | 15
a32oi_1 | 8 | 0.60
a31oi_1 | 74 | 4.0
buf_2 | 13 | 0.56
mux2_2 | 22 | 2.1
buf_1 | 26 | 0.84
nand3_1 | 76 | 3.3
and3_1 | 41 | 2.2
inv_1 | 22 | 0.71
mux2i_1 | 92 | 7.9
clkbuf_1 | 136 | 4.4
o31ai_1 | 9 | 0.58
o32ai_1 | 8 | 0.60
a311oi_1 | 19 | 1.4
mux4_2 | 52 | 10
xnor2_1 | 8 | 0.60
a21oi_1 | 167 | 7.2
or3_1 | 8 | 0.43
and2_1 | 21 | 1.1
nor3_1 | 29 | 1.3
ha_1 | 25 | 2.7
o22ai_1 | 62 | 3.3
final cells by class:
cell class	count	area (um2)	share of cell area (%)
flip-flops and latches	7	176	0.941
inverters	27	104	0.554
clock buffers	4	78.8	0.421
multi-input cells	1713	10600	56.6
diodes	6	15.0	0.0801
well taps	765	957	5.11
repair buffers	692	6800	36.3
layer usage:
layer  vias to the layer above  routed length, um
met5                         -                126
met2                      1019              39100
met1                      8062              30200
met4                        20               3120
li1                       8121                  -
met3                       129               8420
worst max-delay path, stage by stage:
cell and delay [ps]:
clkdlybuf4s50_1 540, mux4_2 500, or3_1 390, a21oi_2 290
o211ai_1 130, a31o_1 370, nand4_1 230, nand2_1 70
o21ai_0 70, a21o_1 130, buf_4 380, inv_1 130
ha_1 350, ha_4 540, clkinv_1 160, nor2_1 430
nand2_1 590, o221ai_1 410, o21ai_0 150, a211o_1 350
a31oi_1 320, clkdlybuf4s50_1 560
stage by stage:
step                      std cells  hold slack, ps
after floorplan                1929             577
after global placement         3204             759
after detailed placement       3204             761
after CTS                      3208             768
after global routing           3213             792
final                          3214             771
cell families (layout without fill, tap and decap cells):
kind of cell	Yosys count	after routing	share of synthesized area (%)
mux	168	168	20.5
flops	7	7	1.51
buf+inv	209	723	7.32
other cells	0	6	0
xor+xnor	14	14	1.12
simple gates	960	960	36.1
compound gates	544	544	30.3
fa+ha+maj	27	27	3.05
