**design/flow/design.v**
```verilog
parameter DRAM_TYPE = "DDR3";
parameter nCK_PER_CLK = 4;
parameter tCK = 2500;
parameter REG_CTRL = "OFF";
parameter DQ_WIDTH = 16;
parameter DRAM_WIDTH = 8;
parameter ECC = "OFF";
parameter RANK_WIDTH = 1;
parameter BANK_WIDTH = 3;
parameter ROW_WIDTH = 14;
parameter COL_WIDTH = 10;
parameter tRP = 12500;
parameter tRRD = 7500;
parameter tRTP = 7500;
parameter tRCD = 12500;
parameter tRC = 55000;
parameter tRAS = 37500;
parameter tFAW = 40000;
parameter tWTR = 7500;
parameter tCKE = 75000;
parameter tREFI = 7800000;
parameter tRFC = 160000;
parameter tDLLK = 512;
parameter BURST_MODE = "8";
parameter BURST_TYPE = "SEQ";
parameter CL = 5;
parameter CWL = 5;
parameter AL = "0";
parameter SLOT_0_CONFIG = 8'b00000001;
parameter SLOT_1_CONFIG = 8'b00000000;
parameter RTT_NOM = "40";
parameter RTT_WR = "OFF";
parameter USER_REFRESH = "OFF";
parameter ADDR_CMD_MODE = "1T";
parameter OUTPUT_DRV = "LOW";
module gw5ast_core_gmi #(
    parameter DATA_WIDTH = 24,
    parameter ADDR_WIDTH = 16
)(
    input  wire                  clk,
    input  wire                  rst_n,
    input  wire                  cmd_valid,
    output wire                  cmd_ready,
    input  wire                  cmd_write,
    input  wire [ADDR_WIDTH-1:0] cmd_addr,
    input  wire [DATA_WIDTH-1:0] cmd_wdata,
    output reg  [DATA_WIDTH-1:0] cmd_rdata,
    output reg                   gmi_req_valid,
    input  wire                  gmi_req_ready,
    output reg                   gmi_req_write,
    output reg  [ADDR_WIDTH-1:0] gmi_req_addr,
    output reg  [DATA_WIDTH-1:0] gmi_req_wdata,
    input  wire                  gmi_rsp_valid,
    input  wire [1:0]            gmi_rsp_status,
    input  wire [DATA_WIDTH-1:0] gmi_rsp_rdata,
    output reg                   gmi_rsp_ready,
    output reg [DATA_WIDTH-1:0]  result
);
    localparam ST_IDLE   = 2'd0;
    localparam ST_REQ    = 2'd1;
    localparam ST_RESP   = 2'd2;
    reg [1:0]            st;
    reg [ADDR_WIDTH-1:0] c_addr;
    reg [DATA_WIDTH-1:0] c_wdata;
    reg                   c_is_wr;
    assign cmd_ready = (st == ST_IDLE);
    always @(posedge clk or negedge rst_n) begin
        if (!rst_n) begin
            st            <= ST_IDLE;
            gmi_req_valid <= 1'b0;
            gmi_req_write <= 1'b0;
            gmi_req_addr  <= {ADDR_WIDTH{1'b0}};
            gmi_req_wdata <= {DATA_WIDTH{1'b0}};
            gmi_rsp_ready <= 1'b0;
            cmd_rdata     <= {DATA_WIDTH{1'b0}};
            result        <= {DATA_WIDTH{1'b0}};
            c_addr        <= {ADDR_WIDTH{1'b0}};
            c_wdata       <= {DATA_WIDTH{1'b0}};
            c_is_wr       <= 1'b0;
        end else begin
            case (st)
                ST_IDLE: begin
                    gmi_req_valid <= 1'b0;
                    gmi_rsp_ready <= 1'b0;
                    if (cmd_valid && cmd_ready) begin
                        c_is_wr       <= cmd_write;
                        c_addr        <= cmd_addr;
                        c_wdata       <= cmd_wdata;
                        gmi_req_addr  <= cmd_addr;
                        gmi_req_wdata <= cmd_wdata;
                        gmi_req_write <= cmd_write;
                        gmi_req_valid <= 1'b1;
                        st            <= ST_REQ;
                    end
                end
                ST_REQ: begin
                    if (gmi_req_valid && gmi_req_ready) begin
                        gmi_req_valid <= 1'b0;
                        gmi_rsp_ready <= 1'b1;
                        st            <= ST_RESP;
                    end
                end
                ST_RESP: begin
                    if (gmi_rsp_valid && gmi_rsp_ready) begin
                        if (!c_is_wr) begin
                            cmd_rdata <= gmi_rsp_rdata;
                            result    <= gmi_rsp_rdata;
                        end
                        gmi_rsp_ready <= 1'b0;
                        st            <= ST_IDLE;
                    end
                end
                default: st <= ST_IDLE;
            endcase
        end
    end
endmodule
```
**design/flow/run.sh**
```bash
#!/bin/bash
# OpenROAD 26Q1-2900-gdf79404cd8, Yosys 0.63+post, stock flow scripts
make -C /OpenROAD-flow-scripts/flow DESIGN_CONFIG=/design/flow/config.mk WORK_HOME=/design/flow/orfs finish
```
**design/flow/config.mk**
```make
export PLATFORM = sky130hd
export DESIGN_NAME = gw5ast_core_gmi
export DESIGN_NICKNAME = gw5ast_core_gmi
export VERILOG_FILES = /design/flow/design.v
export SDC_FILE = /design/flow/constraint.sdc
export NUM_CORES = 4
export LEC_CHECK = 1
export CORE_UTILIZATION = 40
```
**design/flow/constraint.sdc**
```tcl
current_design gw5ast_core_gmi

set clk_period 3.1
set clk_io_pct 0.2

create_clock -name clk0 -period $clk_period [get_ports {clk}]

set non_clock_inputs [all_inputs -no_clocks]
set_input_delay [expr $clk_period * $clk_io_pct] -clock clk0 $non_clock_inputs
set_output_delay [expr $clk_period * $clk_io_pct] -clock clk0 [all_outputs]
```
==> reports/qor.yml <==
clocking:
  cts.clk_slew.worst_paths_ns: 0.07
  tritoncts: "yes"
  clk_latency_ns: 0.33
  ctsResizeCount: 0
  post_cts_buffers: 0
  cts_buffer_depth: 2
  cts_made_buffers: 9
  hold_buffers: 0
  cts.sinks: 70
  clockRootBuffer: "clkbuf_8"
  htreeDepth: 3
drt:
  avgRoutedWirePerCell_um: 14.4
  route.detailed.drc: 0
  num_vias: 1928
  vias_per_cell: 4.49
  n_antenna_cell: 0
  drt_first_iter_violations: 39
  first_pass_iters: 2
  routed_wl_um: 6180
  ant_nets: 0
synth:
  synthCells: 183
  netlist_area_mm2: 0.00291
  synth_stat.cells: 183
  netlist_top_cells_area: "dfrtp_1 59%, mux2_2 17%, mux2_4 10%, buf_4 6.2%, buf_12 1.4%"
  syn_avg_cell_area_um2: 15.9
  synth.ff_latch_count: 70
  ys_warn_count: 1
  ys_chip_area_mm2: 0.00291
  synth.distinct_cells: 18
  synth_top_cell_by_area: "dfrtp_1"
  synth_top_area_share_pct: 59.4
  ys_seq_share_pct: 60.3
global_route:
  grt_pass1_vias: 1896
  grt_max_degree: 39
  antenna_found_initial: 0
  grtUsageTotal_pct: 17.5
  grt-ovfl-total: 0
  grt_pass1_wl_um: 9840
cells_and_area:
  fin_cells: 429
  final_layout_size_suffix_gt1_share_pct: 26.1
  final_cell_mix: "160 x clkdlybuf4s50_1, 69 x dfrtp_1, 45 x mux2_2"
  nFillCells: 512
  area_growth_pct: 59.2
  lay_top_count: "clkdlybuf4s50_1"
  design_area_mm2: 0.00463
  fin_util_pct: 67.0
sta:
  slew_violations: 0
  finalSetupViolations: 0
  rsz0062_at_grt: "false"
  tightest_slew_ns: 0.483
  fin_setup_tns_ns: 0
  slew-limit-headroom_pct: 67.8
  fin_hold_ws_ns: 0.319
  max_freq_mhz: 506
  period_used_pct: 63.7
  period_needed_ns: 1.98
  hold_viol: 0
  skew_ns: 0.00716
placed_design:
  place_inst: 413
  place_hpwl_um: 4580
  finalWeightedCongestion: 0.710
  port_buffers: 161
  place_area_mm2: 0.00443
critical_path:
  crit_type: "register to primary output"
  max_stage_delay_ns: 0.56
  critPathLaunchType: "register"
  critPathRequiredTime_ns: 2.48
  cp_max_fo: 3
  crit_path_cell_trace: "clkdlybuf4s50_1"
  cp-end-kind: "primary output"
  worst-path-buf-inv: 1
  critPathArrivalTime_ns: 1.36
  crit_family: "flip-flops"
  slowest_stage: "dfstp_2"
die:
  die_h_um: 87.2
  dieArea_mm2: 0.00761
  num_rows: 30
  fp_util_pct: 42.1
  die_w_um: 87.2
  ios: 164
  core_region_area_mm2: 0.00691
status:
  outcome: "finished, final reports clean"
power_and_ir_drop:
  powerDensity_mw_per_mm2: 762
  vdd_drop_max_v: 0.000476
  leakagePower_nw: 2.08
flow_run:
  warnings: 28
  cap_violations: 0
min_path:
  hold_class: "input pin to asynchronous set/reset pin"
-- layer usage --
| metal | routed length, µm | global-route usage (%) | vias to the layer above |
|---|---|---|---|
| met3 | 625 | 5.38 | 7 |
| met1 | 2830 | 28.5 | 913 |
| met2 | 2670 | 25.0 | 107 |
| met5 | 0 | 0 | - |
| met4 | 59 | 2.53 | 0 |
| li1 | - | - | 901 |
-- flip-flops by register name, summed over array words and instances (netlist names) --
signal         count
gmi_req_addr      16
result            24
c_is_wr            1
gmi_rsp_ready      1
st                 3
gmi_req_wdata     24
gmi_req_valid      1
-- report_power, final --
part           total [mW]  switching (mW)  internal [mW]
clock               0.733           0.321          0.412
sequential           1.48           0.210           1.27
combinational        1.31           0.201           1.11
-- area by class of cell --
| type | count | area [µm²] | share of cell area [%] |
|---|---|---|---|
| clock buffers | 12 | 155 | 3.35 |
| clock inverters | 4 | 45.0 | 0.974 |
| inverters | 1 | 3.75 | 0.0811 |
| multi-input cells | 81 | 900 | 19.4 |
| flip-flops and latches | 70 | 1750 | 37.9 |
| well taps | 96 | 120 | 2.60 |
| repair buffers | 165 | 1650 | 35.7 |
-- synth_stat cells, drive strengths merged --
cell type / number
dfrtp: 69
mux2: 65
buf: 31
nand2: 5
o21ai: 4
a21boi: 1
a32o: 1
a32oi: 1
dfstp: 1
inv: 1
nand3: 1
nand3b: 1
nor2b: 1
or2: 1
-- metrics by stage --
stage,power (mW),setup slack (ns)
6_report,3.53,1.12
3_3_place_gp,2.81,0.937
5_1_grt,3.78,1.08
4_1_cts,3.59,1.10
2_1_floorplan,1.90,1.52
3_5_place_dp,2.83,0.918
-- cell families (layout without fill, tap and decap cells) --
logic type,Yosys count,after routing,share of synthesized area [%]
flip-flops,70,70,60.3
multiplexers,65,65,27.8
buffers and inverters,32,182,8.79
AND/OR/NAND/NOR,9,9,1.51
AND-OR/OR-AND,7,7,1.59
-- path summary, 6_finish.rpt --
kind | start | end | slack, ns | depth (start not counted)
max | st[0] | cmd_ready | 1.12 | 1
min | rst_n | gmi_req_addr[14] | 0.32 | 2
max reg2reg | gmi_rsp_ready | result[1] | 1.55 | 4
min reg2reg | gmi_req_wdata[0] | gmi_req_wdata[0] | 0.50 | 1
max in group asynchronous | rst_n | st[0] | 2.38 | 2
min in group clk0 | gmi_req_wdata[0] | gmi_req_wdata[0] | 0.50 | 1
No activity file was given, so power comes from the tool's default toggle rates.
